==> flow/design.v <==
module UART_Fsm #(parameter width=8)
(
input wire   	 	Clk,
input wire   	 	Rst,
input wire    	 	Rx_in,
input wire    	 	Parity_En,
input wire    	 	Parity_err,
input wire    	 	Start_err,
input wire    	 	Stop_err,
input wire [5:0] 	Prescale,
input wire [5:0] 	edgecount,
input wire [3:0] 	bit_count,
output reg    	 	Deser_en,
output reg    	 	Edge_count_en,
output reg    	 	Parity_chk_en,
output reg    	 	Stop_chk_en,
output reg    	 	Start_chk_en,
output reg    	 	Data_sampling_en,
output reg    	 	Data_Valid
);
parameter [2:0] Idle=3'b000,
		Start=3'b001,
		Data=3'b010,
		Parity=3'b011,
		Stop=3'b100,
		Error_chk=3'b101;
reg [2:0]       Current_state,Next_state;
wire        [5:0]      check_edge , 
                       error_check_edge; 
assign check_edge=Prescale-1;
assign error_check_edge=Prescale-2;
always @(posedge Clk  or negedge Rst) begin   
	if(!Rst)
		Current_state<=Idle;
	else 
		Current_state<=Next_state;
end
always @(*) begin    
	case(Current_state)
	 Idle: begin
		if(!Rx_in)
			Next_state<=Start;
		else
			Next_state<=Idle;
	 end
	 Start: begin
		if((bit_count==0)&&(edgecount==check_edge)) begin
		  if(!Start_err)
			Next_state<=Data;
		  else 
			Next_state<=Idle;
		end
		else
			Next_state<=Start;
	 end
	 Data: begin
		if((bit_count=='d8)&&(edgecount==check_edge)) begin
		  if(Parity_En)
			Next_state<=Parity;
		  else 
			Next_state<=Stop;
		end
		else
			Next_state<=Data;
	 end
	 Parity: begin
		if((bit_count=='d9)&&(edgecount==check_edge)) 
			Next_state<=Stop;
		else
			Next_state<=Parity;
	 end
	 Stop: begin
		if(Parity_En) begin
		   if((bit_count=='d10)&&(edgecount==error_check_edge)) 
			Next_state<=Error_chk;
		   else
			Next_state<=Stop;
		end
		else
		   if((bit_count=='d9)&&(edgecount==error_check_edge)) 
			Next_state<=Error_chk;
		   else
			Next_state<=Stop;
	 end
	 Error_chk: begin
		if(!Rx_in)
			Next_state<=Start;
		else
			Next_state<=Idle;
	 end
	 default: begin
		Next_state<=Idle;
	 end
	endcase
end
always @(*) begin    
   	 Edge_count_en<=0;
   	 Parity_chk_en<=0;
    	 Stop_chk_en<=0;
    	 Start_chk_en<=0;
    	 Data_sampling_en<=0;
  	 Data_Valid<=0;
	 Deser_en<=0;
	case(Current_state)
	 Idle: begin
	 	if(!Rx_in) begin
	 	  Edge_count_en<=1;
   	 	  Parity_chk_en<=0;
    	 	  Stop_chk_en<=0;
    	 	  Start_chk_en<=1;
    	 	  Data_sampling_en<=1;
  	 	  Data_Valid<=0;
		  Deser_en<=0;
	 	end
	 	else begin
	 	  Edge_count_en<=0;
   	 	  Parity_chk_en<=0;
    	 	  Stop_chk_en<=0;
    	 	  Start_chk_en<=0;
    	 	  Data_sampling_en<=0;
  	 	  Data_Valid<=0;
		  Deser_en<=0;
	 	end
	 end
	 Start: begin
	 	Edge_count_en<=1;
   		Parity_chk_en<=0;
    	 	Stop_chk_en<=0;
    	 	Start_chk_en<=1;
    	 	Data_sampling_en<=1;
  	 	Data_Valid<=0;
		Deser_en<=0;
	 end
	 Data: begin
	 	Edge_count_en<=1;
   	 	Parity_chk_en<=0;
    	 	Stop_chk_en<=0;
    	 	Start_chk_en<=0;
    	 	Data_sampling_en<=1;
  	 	Data_Valid<=0;
		Deser_en<=1;
	 end
	 Parity: begin
	 	Edge_count_en<=1;
   	 	Parity_chk_en<=1;
    	 	Stop_chk_en<=0;
    	 	Start_chk_en<=0;
    	 	Data_sampling_en<=1;
  	 	Data_Valid<=0;
		Deser_en<=0;
	 end
	 Stop: begin
	 	Edge_count_en<=1;
   	 	Parity_chk_en<=0;
    	 	Stop_chk_en<=1;
    	 	Start_chk_en<=0;
    	 	Data_sampling_en<=1;
  	 	Data_Valid<=0;
		Deser_en<=0;
	 end
	 Error_chk: begin
	 	Edge_count_en<=0;
   	 	Parity_chk_en<=0;
    	 	Stop_chk_en<=0;
    	 	Start_chk_en<=0;
    	 	Data_sampling_en<=1;
		Deser_en<=0;
		if(Parity_err|Stop_err)
			Data_Valid<=0;
		else
			Data_Valid<=1;
	 end
	 default: begin
	 	Edge_count_en<=0;
   	 	Parity_chk_en<=0;
    	 	Stop_chk_en<=0;
    	 	Start_chk_en<=0;
    	 	Data_sampling_en<=0;
  	 	Data_Valid<=0;
		Deser_en<=0;
	 end
	endcase
end 
endmodule
==> flow/run.sh <==
#!/bin/bash
# OpenROAD 26Q1-2900-gdf79404cd8, Yosys 0.63+post, stock flow scripts
make -C /OpenROAD-flow-scripts/flow DESIGN_CONFIG=/design/flow/config.mk WORK_HOME=/design/flow/orfs finish
==> flow/config.mk <==
export PLATFORM = sky130hd
export DESIGN_NAME = UART_Fsm
export DESIGN_NICKNAME = UART_Fsm
export VERILOG_FILES = /design/flow/design.v
export SDC_FILE = /design/flow/constraint.sdc
export NUM_CORES = 4
export LEC_CHECK = 1
export CORE_AREA = 10 10 85 85
export DIE_AREA = 0 0 95 95
==> flow/constraint.sdc <==
current_design UART_Fsm

set clk_period 2.1
set clk_io_pct 0.2

create_clock -name clk0 -period $clk_period [get_ports {Clk}]

set non_clock_inputs [all_inputs -no_clocks]
set_input_delay [expr $clk_period * $clk_io_pct] -clock clk0 $non_clock_inputs
set_output_delay [expr $clk_period * $clk_io_pct] -clock clk0 [all_outputs]
==> results.py <==
# Auto-generated metrics
metrics = {
    "drt": {
        "drc_errors": 0,
        "ant_nets": 0,
        "first_pass_iters": 4,
        "n_antenna_cell": 0,
        "vias": 740,
        "wirelength_um": 2162,
        "drt_iter0_drc": 13,
        "drt-wirelength-per-cell_um": 10.60,
        "post_drt_via_cell_ratio": 3.627,
    },
    "grt": {
        "grt_pass1_wl_um": 3381,
        "grtUsageMet3_pct": 1.923,
        "grt_overflow": 0,
        "grt_antenna_before_repair": 0,
        "grt_max_degree": 9,
        "met2_usage_pct": 7.437,
        "top_usage_layer": "met2",
        "grt_pass1_vias": 735,
        "met1_usage_pct": 5.789,
        "grtUsageTotal_pct": 4.581,
    },
    "logic_synthesis": {
        "synthDistinctLibCells": 37,
        "ys_seq_elements": 6,
        "netlist_area_um2": 656.9,
        "netlist_instances": 76,
        "async_flop_share_pct": 100.0,
        "ys_seq_share_pct": 23.05,
        "synthFlopType": "dfrtp_1",
        "syn_avg_cell_area_um2": 8.643,
        "edf_count": 0,
        "ys_cells": 76,
        "ys_warn_count": 1,
        "ys_chip_area_um2": 656.9,
    },
    "floorplan": {
        "rows": 27,
        "fp-utilization_pct": 12.00,
        "dieHeight_um": 95,
        "core_area_um2": 5473,
        "dieArea_um2": 9025,
        "die_w_um": 95,
        "boundaryPins": 30,
    },
    "placed_design": {
        "place_congestion": 0.7195,
        "hpwl_um": 1854,
        "io_buffers": 29,
        "placed_cells": 197,
    },
    "layout": {
        "drive_above_1_share_pct": 37.12,
        "largestRegisters": "Current_state x6",
        "stdcell_count": 204,
        "lay_top_count": "buf_4",
        "syn_to_final_growth_pct": 101.0,
        "largest_register": "Current_state",
        "largest_reg_flops": 6,
        "final_layout_top_logic_cells": "23 x buf_4, 22 x clkdlybuf4s50_1, 7 x nor2_1, 6 x xnor2_1, 5 x dfrtp_1",
    },
    "job": {
        "max_cap_viol_count": 0,
        "warning_count": 26,
    },
    "timing": {
        "fin_setup_tns_ps": 0,
        "finClkSkew_ps": 4.592,
        "finalClockPeriodUsage_pct": 97.11,
        "finalSetupViolCount": 0,
        "worstMarginPinSlew_ps": 387.3,
        "min_period_ps": 2039,
        "fmax_mhz": 490.4,
        "drv_slew": 0,
        "hold_viol": 0,
        "hold-worst-slack_ps": 444.5,
        "relSlewSlack_pct": 73.96,
    },
    "critical_path": {
        "r2r_setup_slack_ps": 1090,
        "arrival_ps": 1620,
        "endpoint_kind": "output port",
        "r2r-end": "Current_state[1]",
        "reg2reg_depth": 4,
        "cp-start-kind": "register",
        "reg2reg_from": "Current_state[2]",
        "path_class": "reg -> out",
        "path_max_fanout": 2,
        "crit_required_ps": 1680,
    },
    "clock_tree": {
        "cts_tree": "done",
        "numCtsBuffers": 3,
        "clkSinkCount": 6,
        "cts.path.max_buffers": 2,
        "clk_pin_slew_ps": 40,
        "cts.htree.levels": 1,
        "root_buffer": "clkbuf_8",
        "clock_latency_ps": 220,
    },
    "pwr": {
        "max-vdd-ir-drop_mv": 0.1578,
        "p_total_uw": 527.4,
        "p_leak_nw": 0.5528,
        "p_per_area_nw_per_um2": 399.6,
    },
    "status": {
        "status": "finished clean",
    },
    "worst_hold_path": {
        "hold_class": "in -> async",
    },
}
power breakdown:
group          leakage (nW)  internal, mW  switching, mW
combinational         0.458         0.135         0.0853
sequential           0.0717         0.123        0.00460
clock                0.0228         0.130         0.0490
timing repair:
| item | CTS | global route |
|---|---|---|
| hold buffers | 0 | 0 |
| resized | 18 | 14 |
| setup endpoints to repair | 8 | 7 |
| buffers inserted | 3 | 0 |
| pin swaps | 5 | 5 |
| hold endpoints to repair | 0 | 0 |
critical path: stages, from the launching register on:
cell and delay [ps]:
dfrtp_1 370, a21o_1 170, or4_4 530, or2_1 220
buf_2 110
metal layers:
| layer | vias up | routed length [um] | share of wire (%) |
|---|---|---|---|
| met2 | 25 | 951 | 44 |
| li1 | 387 | - | - |
| met4 | 0 | 0 | 0 |
| met1 | 328 | 979 | 45 |
| met3 | 0 | 231 | 11 |
| met5 | - | 0 | 0 |
cell type report:
type                       count  area (um^2)
tap                           72        90.09
fill                         594         4153
sequential                     6        151.4
inverter                       7        26.28
multi-input combinational     62        539.3
timing repair buffer          53        467.9
clock buffer                   4        45.04
metrics by stage:
| step | setup WS (ps) | utilization, % | area, um^2 |
|---|---|---|---|
| final | 60.67 | 24.12 | 1320 |
| after global routing | -6.627 | 24.12 | 1320 |
| after CTS | 17.11 | 22.84 | 1250 |
| after detailed placement | -572.2 | 21.77 | 1191 |
| after global placement | -529.6 | 21.77 | 1191 |
| after floorplan | 47.63 | - | 656.9 |
cells by family after synthesis:
| logic type | share of synthesized area (%) |
|---|---|
| compound gates | 24.00 |
| xor+xnor | 13.33 |
| fa+ha+maj | 5.715 |
| buf+inv | 4.572 |
| flops | 23.05 |
| simple gates | 29.33 |
worst max path at each step:
stage	slack (ps)	startpoint	to
finish	60	Current_state[3]	Data_sampling_en
CTS	20	Prescale[1]	Current_state[2]
global route	-7	Prescale[0]	Current_state[2]
synthesized netlist by cell type (2+ instances only):
cell type / count / share of area (%)
nand2_1: 2 / 1.1
nand3_1: 3 / 2.3
or4_1: 2 / 2.3
dfrtp_1: 5 / 19
o22ai_1: 2 / 1.9
nand3b_1: 2 / 2.3
nor3_1: 2 / 1.5
or4_4: 2 / 3.4
a21oi_1: 3 / 2.3
nor2_1: 7 / 4.0
nor3b_1: 2 / 2.3
a21o_1: 2 / 2.3
xnor2_1: 7 / 9.3
xor2_1: 3 / 4.0
and3_1: 2 / 1.9
inv_1: 7 / 4.0
ha_1: 3 / 5.7
Power is estimated from default activity; no workload was simulated.
