==> flow/design.v <==
module Fsm 
(
 input   wire                  CLK,
 input   wire                  RST,
 input   wire                  Data_Valid,
 input   wire                  Ser_Done, 
 input   wire                  Parity_En,
 output  reg          [1:0]    Mux_sel,
 output  reg                   Busy,
 output  reg                   Ser_En 
);
parameter [2:0] Idle   =3'b000,
	        Start  =3'b001,
		Data   =3'b010,
		Parity =3'b011,
		Stop   =3'b100;
reg [2:0] Current_State,Next_State;
reg Busy_reg;
always@(posedge CLK or negedge RST) begin
	if(!RST)	
		Current_State<=Idle;
	else 		
		Current_State<=Next_State;
end
always@(*) begin
	case(Current_State)
		Idle   : begin
			  if(Data_Valid)
				Next_State<=Start;
			  else 
				Next_State<=Idle;
			 end 
		Start  : begin
				Next_State<=Data;
			 end 
		Data   : begin
			   if(Ser_Done) begin
			        if(Parity_En)
				  Next_State<=Parity;
			        else 
				  Next_State<=Stop;
			   end
			   else
				Next_State<=Data;
			 end 
		Parity : begin
				Next_State<=Stop;
			 end
		Stop   : begin
				Next_State<=Idle;
			 end
		default: begin
				Next_State<=Idle;
			 end
	endcase
end
always@(*) begin
     	Mux_sel  <=2'b00;
        Busy_reg <=1'b0 ;
        Ser_En   <=1'b0 ;
	case(Current_State)
		Idle   : begin
			      Mux_sel  <=2'b11;
                   	      Busy_reg <=1'b0;
                  	      Ser_En   <=1'b0;
			 end 
		Start  : begin
			      Mux_sel  <=2'b00;
                   	      Busy_reg <=1'b1 ;
                  	      Ser_En   <=1'b0 ;
			 end 
		Data   : begin
			    Mux_sel  <=2'b01;
                   	    Busy_reg <=1'b1 ;
                  	    Ser_En   <=1'b1 ;
			   if(Ser_Done) 
			        Ser_En   <=1'b0 ;
			   else
				Ser_En   <=1'b1 ;
			 end 
		Parity : begin
			    Mux_sel  <=2'b10;
                   	    Busy_reg <=1'b1 ;
                  	    Ser_En   <=1'b0 ;
			 end
		Stop   : begin
			    Mux_sel  <=2'b11;
                   	    Busy_reg <=1'b1 ;
                  	    Ser_En   <=1'b0 ;
			 end
		default: begin
			    Mux_sel  <=2'b00;
                   	    Busy_reg <=1'b0 ;
                  	    Ser_En   <=1'b0 ;
			 end
	endcase
end
always@(posedge CLK or negedge RST) begin
	if(!RST)	
		Busy<=0;
	else 		
		Busy<=Busy_reg;
end
endmodule
module Mux
(
 input   wire                  CLK,
 input   wire                  RST,
 input   wire        [1:0]     Mux_sel,
 input   wire                  start, 
 input   wire                  DATA,
 input   wire                  parity,
 input   wire                  Stop,
 output  reg                   Tx_out 
);
reg out;
always@(*) begin
	case(Mux_sel)
		00:  out<=start;
		01:  out<=DATA;
		10:  out<=parity;
		11:  out<=Stop;
	endcase
end
always@(posedge CLK or negedge RST) begin
	if(!RST)
		Tx_out<=0;
	else   
                Tx_out<=out;
end 
endmodule   
module parity # ( parameter WIDTH = 8 )
(
 input   wire                  CLK,
 input   wire                  RST,
 input   wire                  parity_enable,
 input   wire                  parity_type,
 input   wire                  Busy, 
 input   wire   [WIDTH-1:0]    DATA,
 input   wire                  Data_Valid,
 output  reg                   parity 
);
reg [WIDTH-1:0]    DATA_v;
always@(posedge CLK or negedge RST) begin
	if(!RST)
		DATA_v<=0;
	else if(Data_Valid && !Busy)  
                DATA_v<=DATA;
end    
always@(posedge CLK or negedge RST) begin
	if(!RST)
		parity<=0;
	else if(parity_enable) begin 
		if(parity_type)
			parity<=~^DATA_v;           
		else
			parity<=^DATA_v;          
	end 
end    
endmodule
module Serializer # ( parameter WIDTH = 8 )
(
 input   wire                  CLK,
 input   wire                  RST,
 input   wire                  Ser_En,
 input   wire                  Busy, 
 input   wire   [WIDTH-1:0]    P_DATA,
 input   wire                  Data_Valid,
 output  wire                  Ser_Data,
 output  wire                  Ser_Done 
);
reg [WIDTH-1:0]    DATA_v ;
reg [2:0]          Counter;
always@(posedge CLK or negedge RST) begin
	if(!RST)
		DATA_v<=0;
	else if(Data_Valid && !Busy) 
                DATA_v<=P_DATA;
	else if(Ser_En)
		DATA_v<= DATA_v >> 1;
end    		
always@(posedge CLK or negedge RST) begin
	if(!RST)   Counter<=0;
	else begin
		if(Ser_En) 
			Counter<=Counter+1;
		else       
			Counter<=0;
        end        
end  
assign Ser_Data= DATA_v[0];
assign Ser_Done= (Counter== 3'b111) ? 1'b1:1'b0;
endmodule
module UART #(parameter Width=8)
(
input wire       	  Clk,
input wire       	  Rst,
input wire                Data_Valid,
input wire  [Width-1:0]   P_Data,
input wire       	  Parity_En,
input wire       	  Parity_Typ,
output wire		  TX_out,
output wire		  Busy
);
wire Ser_done,Ser_en,Parity,Ser_Data;
wire [1:0] Mux_sel;
Serializer #(Width)   
Dut0(
Clk,
Rst,
Ser_en,
Busy,
P_Data, 
Data_Valid,
Ser_Data,
Ser_done
);
parity #(Width)   
Dut1(
Clk,
Rst,
Parity_En,
Parity_Typ,
Busy, 
P_Data,
Data_Valid,
Parity
);
Mux Dut2   
(
Clk,
Rst,
Mux_sel,
1'b0, 
Ser_Data,
Parity,
1'b1,
TX_out
);
Fsm Dut3
(
Clk,
Rst,
Data_Valid,
Ser_done,
Parity_En,
Mux_sel,
Busy,
Ser_en
);
endmodule
==> flow/run.sh <==
#!/bin/bash
# OpenROAD 26Q1-2900-gdf79404cd8, Yosys 0.63+post, stock flow scripts
make -C /OpenROAD-flow-scripts/flow DESIGN_CONFIG=/design/flow/config.mk WORK_HOME=/design/flow/orfs finish
==> flow/config.mk <==
export PLATFORM = sky130hd
export DESIGN_NAME = UART
export DESIGN_NICKNAME = UART
export VERILOG_FILES = /design/flow/design.v
export SDC_FILE = /design/flow/constraint.sdc
export NUM_CORES = 4
export LEC_CHECK = 1
export CORE_AREA = 10 10 77 77
export DIE_AREA = 0 0 87 87
==> flow/constraint.sdc <==
current_design UART

set clk_period 2.3
set clk_io_pct 0.2

create_clock -name clk0 -period $clk_period [get_ports {Clk}]

set non_clock_inputs [all_inputs -no_clocks]
set_input_delay [expr $clk_period * $clk_io_pct] -clock clk0 $non_clock_inputs
set_output_delay [expr $clk_period * $clk_io_pct] -clock clk0 [all_outputs]
==> GITHUB_STEP_SUMMARY <==
### Metrics collected by this job

| Metric | Value |
|---|---|
| HPWL after DPL | 1010 um |
| Biggest regs | Dut0.DATA_v x8, Dut3.Current_State x5, Dut0.Counter x3 |
| IO Port Bufs | 13 |
| Worst Max-Slew Pin Slew | between 0.5 and 0.6 ns |
| Clock transition at path regs | 0.06 ns |
| Yosys stat area | roughly 760 um^2 |
| Worst hold margin | 0.442 ns |
| Fillers | between 400 and 500 |
| 1st-pass router iterations | 2 |
| DRC violations left | 0 |
| Switching Fraction | a little over a quarter |
| Hold Fails Final Rpt | 0 |
| Die height | 87 um |
| Clk pwr share | approximately 28% |
| H-tree depth | 1 |
| Largest net degree at the start of global routing | 19 |
| CTS tree | yes |
| Max-slew violations | 0 |
| Mean post-synth cell area | approximately 12 um^2 |
| IO Count | 15 |
| Fmax | 637 MHz |
| Register pins left without a clock | 1 |
| Simple Share, Synth | between 10% and 20% |
| Adder share | around 3.3% |
| CTS max path bufs | 2 |
| Skew final | roughly 0.0021 ns |
| Total global routing overflow | 0 |
| Min-delay worst type | flip-flop to flip-flop |
| Synth warn | 4 |
| Main logic family | simple AND/OR/NAND/NOR gates |
| GRT Total Usage | 3.80% |
| Num CTS Buffers | 3 |
| Root Buffer | clkbuf_8 |
| ANT nets after route | 0 |
| Syn-to-layout area delta | 30.2% |
| FF/Latch Area | 467 um^2 |
| Max-cap violations | 0 |
| Number of DRC markers in iteration 0 | 28 |
| Unique cell types | 22 |
| Rows | 24 |
| Kind of critical path | flip-flop to flip-flop |
| Worst IR Drop VDD | 0.000303 V |
| Synth Area in Compound Gates | 7.21% |
| Pre-CTS setup slack | ~0.58 ns |
| Total Wirelength | 1330 um |
| Routed via count | 470 |
| CP Max Fanout | 11 |
| Leak pwr | 0.476 nW |
| CP startpoint kind | flip-flop |
| Endpoints left unconstrained | 2 |
| # Post-CTS Setup Buffers | 0 |
| Post-cts resize count | 0 |
| Sw Pwr | 0.239 mW |
| Worst setup EP type | flip-flop |
| Setup TNS | 0 ns |
| Run status | completed |
| Die area | 0.00757 mm^2 |
| DR WL/cell | 9.97 um |
| Comb area | 254 um^2 |
| Yosys cell count | 66 |
| Die width | 87 um |
| Skew-Pair Late Insertion Delay | 0.25 ns |
| First-pass GRT wire length | 2330 um |
| Final setup fails | 0 |
| Initial antenna violation count | 0 |
| Reg with most FFs | Dut0.DATA_v |
| Gate Count Post-Synth | 66 |
| GPL Wtd Cong | roughly 0.81 |
| Synthesized area | 763 um^2 |
| Hold_buf cts | 0 |
| Mux frac, synth | 9.18% |
| Flops after synth | 19 |
| RSZ-0062 raised after global routing | no |
| Tool warnings | 26 |
| CP Data Arrival Time | 1.68 ns |
| Relative slew slack | roughly 64% |
| Area of the core | roughly 0.0044 mm^2 |
| Total power | 0.898 mW |
| Fin crit period | roughly 1.6 ns |
| Antenna cells | 0 |
| Number of global-route vias before repair | 506 |
| PD cells | 904 mW/mm^2 |
| Flop pwr share | 50.2% |
| Crit path setup slack, layout | ~0.73 ns |
| Core Util at FP | 17.5% |
| Internal power | between 0.6 and 0.7 mW |
| Share of cells above drive strength 1 | 8.64% |
| Crit path DRT | 2.41 ns |
| Logic gate share of total power | 22.2% |
| Fin crit share | approximately two thirds |
| XORs/XNORs by Area | 0% |
| Max reg flops | 8 |
| Average vias per placed instance | 3.53 |
power by group through the flow:
stage     logic, mW  registers (mW)  clock network, mW
6_report      0.199           0.451              0.248
5_1_grt       0.229           0.461              0.271
4_1_cts       0.203           0.449              0.254
path summary, 6_finish.rpt:
kind                                    endpoint  slack (ns)            start  depth (start not counted)
setup / recovery                  Dut0.DATA_v[2]        0.73  Dut0.Counter[0]                          5
hold / removal                   Dut0.Counter[0]        0.44  Dut0.Counter[0]                          1
setup reg to reg                  Dut0.DATA_v[2]        0.73  Dut0.Counter[0]                          5
hold reg to reg                  Dut0.Counter[0]        0.44  Dut0.Counter[0]                          1
max in group asynchronous  Dut3.Current_State[0]        1.51              Rst                          2
min in group asynchronous         Dut0.DATA_v[0]        0.54              Rst                          2
stage by stage:
stage / util [%] / area (um^2) / cells
6_report: 22.8 / 993 / 133
5_1_grt: 22.8 / 993 / 133
4_1_cts: 22.8 / 993 / 133
3_5_place_dp: 21.6 / 938 / 129
3_3_place_gp: 21.6 / 938 / 129
2_1_floorplan: - / 763 / 66
per-layer routing:
layer / routed length [um] / part of all wire, % / track usage [%] / vias up
li1: - / - / - / 246
met1: 622 / 47 / 4.66 / 210
met2: 549 / 41 / 5.60 / 14
met3: 154 / 12 / 2.64 / 0
met4: 0 / 0 / 0.295 / 0
met5: 0 / 0 / 0 / -
cell type report:
type | count | share of cell area, %
clock buffers | 4 | 5.54
inverters | 4 | 1.51
multi-input cells | 40 | 25.6
flip-flops and latches | 19 | 47.0
well taps | 52 | 6.55
repair buffers | 14 | 13.9
critical path, stage by stage (launching register included):
cell	delay, ns
dfrtp_1	0.39
ha_1	0.20
ha_1	0.20
nand2b_2	0.32
mux2i_1	0.24
a21oi_1	0.08
logic make-up (layout without fill, tap and decap cells):
group,after synthesis,after routing
adders and majority gates,2,2
latches,1,1
DFF,18,18
muxes,7,7
and+or+nand+nor,21,21
buffers and inverters,7,22
AOI/OAI and AO/OA,10,10
synthesized netlist by cell type:
library cell,count,area share (%)
dlxtn_1,1,2.0
nand3_1,1,0.66
nand2b_2,1,1.1
a21oi_1,7,4.6
clkbuf_2,1,0.66
inv_1,4,2.0
mux2i_1,7,9.2
o21bai_1,1,0.98
buf_6,2,3.0
or3_1,1,0.82
dfrtp_1,17,56
ha_1,2,3.3
nor2b_1,1,0.82
and2_1,1,0.82
dfstp_2,1,3.4
o21ai_0,1,0.66
nand2b_1,2,1.6
a21o_1,1,0.98
and3_1,1,0.82
or4_1,1,0.98
nor2_1,10,4.9
nand2_1,2,0.98
placed cells by master, fill, tap and decap left out:
| cell type | Yosys | layout |
|---|---|---|
| nand2b_1 | 2 | 2 |
| and2_1 | 1 | 1 |
| clkbuf_8 | 0 | 4 |
| dfrtp_1 | 17 | 17 |
| nand2b_2 | 1 | 1 |
| nand2_1 | 2 | 2 |
| inv_1 | 4 | 4 |
| buf_4 | 0 | 1 |
| o21bai_1 | 1 | 1 |
| mux2i_1 | 7 | 7 |
| nor2_1 | 10 | 10 |
| a21oi_1 | 7 | 7 |
| nor2b_1 | 1 | 1 |
| or4_1 | 1 | 1 |
| clkdlybuf4s50_1 | 0 | 13 |
| a21o_1 | 1 | 1 |
| dlxtn_1 | 1 | 1 |
| o21ai_0 | 1 | 1 |
| nand3_1 | 1 | 1 |
| or3_1 | 1 | 1 |
| and3_1 | 1 | 1 |
| dfstp_2 | 1 | 1 |
| ha_1 | 2 | 2 |
Power is estimated from default activity; no workload was simulated.
