File: flow/config.mk
export PLATFORM = sky130hd
export DESIGN_NAME = Data_Sampling
export DESIGN_NICKNAME = Data_Sampling
export VERILOG_FILES = /design/flow/design.v
export SDC_FILE = /design/flow/constraint.sdc
export NUM_CORES = 4
export LEC_CHECK = 1
export CORE_AREA = 10 10 70 70
export DIE_AREA = 0 0 80 80
File: flow/constraint.sdc
current_design Data_Sampling

set clk_period 1.0
set clk_io_pct 0.2

create_clock -name clk0 -period $clk_period [get_ports {Clk}]

set non_clock_inputs [all_inputs -no_clocks]
set_input_delay [expr $clk_period * $clk_io_pct] -clock clk0 $non_clock_inputs
set_output_delay [expr $clk_period * $clk_io_pct] -clock clk0 [all_outputs]
File: flow/design.v
module Data_Sampling
(
input wire   	 	Clk,
input wire   	 	Rst,
input wire    	 	Rx_In,
input wire    	 	Data_sam_en,
input wire [5:0] 	Prescale,
input wire [5:0] 	edgecount,
output reg 	 	Sampled_bit 
);
reg  [2:0] Samples;
wire [4:0] half_edge,half_edge_n1,half_edge_p1;
assign half_edge=(Prescale>>1)-1;
assign half_edge_n1=half_edge-1;
assign half_edge_p1=half_edge+1;
always@(posedge Clk or negedge Rst)begin
    if(!Rst)
		Samples<=3'b0;
    else if(Data_sam_en) begin
	if(half_edge==edgecount) begin
		Samples[0]<=Rx_In;
	end
	else if(half_edge_n1==edgecount) begin
		Samples[1]<=Rx_In;
	end
	else if(half_edge_p1==edgecount) begin
		Samples[2]<=Rx_In;
	end
     end
     else
		Samples<=3'b0;
end
always@(posedge Clk or negedge Rst)begin
	if(!Rst)
		Sampled_bit<=0;
	else if (Data_sam_en) begin
		case(Samples) 
		3'b000:Sampled_bit<=0;
		3'b001:Sampled_bit<=0;
		3'b010:Sampled_bit<=0;
		3'b011:Sampled_bit<=1;
		3'b100:Sampled_bit<=0;
		3'b101:Sampled_bit<=1;
		3'b110:Sampled_bit<=1;
		3'b111:Sampled_bit<=1;
		endcase
	end
	else
		Sampled_bit<=0;
end
endmodule
File: flow/run.sh
#!/bin/bash
# OpenROAD 26Q1-2900-gdf79404cd8, Yosys 0.63+post, stock flow scripts
make -C /OpenROAD-flow-scripts/flow DESIGN_CONFIG=/design/flow/config.mk WORK_HOME=/design/flow/orfs finish
==> reports/results.ini <==
[critical_path]
start_kind=input pin
path_max_fanout=3
critPathCaptureType=flip-flop
required_ps=1150
arrival_ps=1900
critical_path_class=input pin to flip-flop

[power_and_ir_drop]
power.total_mw=0.927
leakagePower_nw=0.529
powerDensity_mw_per_mm2=724
irDropWorstVdd_uv=317

[drt]
diodes=0
wirelength_um=2010
wl_met3_um=24
drt-met1-wl_um=1020
vias=787
highest_layer=met3
drc=0
first_pass_iters=4
met2_length_um=966
routed_via_density=4.42
postRouteAntennaNets=0
wl_per_cell_um=11.3
drt-initial-drc-count=35

[floorplanning]
fp_util_pct=20.2
die_x_um=80
core_area_mm2=0.00342
fp.dieH_um=80
io-pin-count=17
chipArea_mm2=0.00640
num_rows=21

[yosys]
syn_avg_cell_area_um2=8.13
yosysSeqAreaShare_pct=14.5
area_leaders=dfrtp_1, xnor2_1, mux2i_1, ha_1, xor2_1
synth_cell_types=37
synth_flops=4
edf_count=0
common_cells=nand2_1, nor2_1, a31oi_1, xnor2_1
ys_warn_count=1
ys.flop_type=dfrtp_1
syn_inst=85
yosysCellCount=85
yosysChipArea_um2=691
top_cell_area_share_pct=14.5
yosys.area.top_type=dfrtp_1
async_reset_ff_share_pct=100
syn-cell-area_um2=691

[status]
violations=negative setup slack
status=complete, but fails checks

[cts]
cts_buffers=3
clock-sinks=4
clkTransAtPathRegs_ps=30
h-tree-depth=1
clock-root-buffer=clkbuf_4
cts_hold_buf=0
cts_tree=yes
cts_max_path_buffers=2
clk_latency_ps=230

[placement]
placed_area_mm2=0.00115
gp_congestion=0.839
place_hpwl_um=1590
io_buffer_count=15

[timing]
hold_slack_ps=170
skew_ps=2.43
min_period_ps=1750
layout_setup_ws_ps=-749
finalHoldViolations=0
setup_viol=3
max_freq_mhz=572
finalClockPeriodUsage_pct=175
worst_pin_slew_ps=304
finalMaxSlewViolations=0
relSlewSlack_pct=79.6
grt_setup_unrepaired=true

[layout]
stdcell_area_mm2=0.00128
fillers=353
drive_gt1_share_pct=47.7
area_growth_pct=85.3
utilization_pct=37.5

[hold_path]
hold_class=input pin to async pin

[flow_run]
warnings=31
maxCapViolCount=0

[grt]
track_usage_pct=6.16
antenna_found_initial=0
grt_first_pass_wirelength_um=3370
overflow=0
grt_pass1_vias=797
grt_max_degree=11

## flip-flops by register name (all words and copies together), names as in the netlist
register / cells
Sampled_bit: 1
Samples: 3
## kinds of logic after synthesis
kind of cell	after synthesis	synth area share, %
and+or+nand+nor	35	28.6
adders and majority gates	3	5.44
xor gates and xnor gates	12	20.1
muxes	4	5.80
DFF	4	14.5
AOI/OAI and AO/OA	20	20.7
buffers and inverters	7	4.89
## placed cells by master (no fill, tap or decap), drive strengths merged, types with 2 or more instances in the layout
cell           count
buf               37
xor2               5
dfrtp              4
nor2               9
nand2              9
nor2b              3
clkdlybuf4s50      7
o22ai              2
nor3               4
o21ai              3
nor4               2
clkbuf             3
xnor2              7
nor3b              2
a31oi              5
ha                 3
dlygate4sd2        3
inv                2
and3b              2
mux2i              4
clkdlybuf4s15      2
a21oi              2
a211oi             2
a22oi              2
## worst max-delay path, cell delays in order
cell and delay [ps]:
clkdlybuf4s50_1 470, xor2_2 220, and3b_1 200, a31oi_1 190
o22ai_2 120, nor4_4 290, mux2i_1 200
## path summary, 6_finish.rpt
check                                   from           to  slack [ps]  depth (start not counted)
worst max-delay path            edgecount[1]   Samples[2]        -750                          7
worst min-delay path                     Rst   Samples[0]         170                          1
worst max register to register    Samples[0]  Sampled_bit         230                          2
worst min register to register    Samples[2]   Samples[2]         530                          2
max in group asynchronous                Rst   Samples[1]         670                          1
min in group clk0                 Samples[2]   Samples[2]         530                          2
## metrics by stage
step | std cells | setup slack [ps] | TNS (ps)
6_report | 178 | -749 | -1990
5_1_grt | 178 | -867 | -2350
4_1_cts | 175 | -784 | -1990
3_5_place_dp | 170 | -1450 | -4100
3_3_place_gp | 170 | -1430 | -4060
2_1_floorplan | 85 | -985 | -2570
## report_power, final
group	internal [mW]	total (mW)	switching, mW
sequential	0.165	0.166	0.000931
combinational	0.313	0.572	0.259
clock	0.133	0.189	0.0558
total	0.611	0.927	0.316
## layout make-up
cell class	instances	area, um2	share of cell area, %
Timing Repair Buffer	49	414	32.4
Multi-Input combinational cell	74	668	52.2
Tap cell	46	57.6	4.50
Sequential cell	4	100	7.82
Clock buffer	3	22.5	1.76
Inverter	2	17.5	1.37
## layer usage
metal  global-route usage (%)  vias up
met2                     9.95        9
met4                    0.880        0
met1                     8.82      376
met3                    0.568        0
li1                         -      402
met5                        0        -
## repair_timing
item	CTS	global route
gates cloned	0	0
pin swaps	9	7
buffers inserted	2	3
endpoints found under the setup margin	4	3
gates resized	33	6
